[design/flow/run.sh]
#!/bin/bash
# OpenROAD 26Q1-2900-gdf79404cd8, Yosys 0.63+post, stock flow scripts
make -C /OpenROAD-flow-scripts/flow DESIGN_CONFIG=/design/flow/config.mk WORK_HOME=/design/flow/orfs finish
[design/flow/config.mk]
export PLATFORM = sky130hd
export DESIGN_NAME = clock_counter
export DESIGN_NICKNAME = clock_counter
export VERILOG_FILES = /design/flow/design.v
export SDC_FILE = /design/flow/constraint.sdc
export NUM_CORES = 4
export LEC_CHECK = 1
export CORE_AREA = 10 10 88 88
export DIE_AREA = 0 0 98 98
[design/flow/constraint.sdc]
current_design clock_counter

set clk_period 2.7
set clk_io_pct 0.2

create_clock -name clk0 -period $clk_period [get_ports {clk_i}]

set non_clock_inputs [all_inputs -no_clocks]
set_input_delay [expr $clk_period * $clk_io_pct] -clock clk0 $non_clock_inputs
set_output_delay [expr $clk_period * $clk_io_pct] -clock clk0 [all_outputs]
[design/flow/design.v]
module clock_counter(
	input logic clk_i,		 
	input logic reset_n,	 
	output logic clk_o
		);
		logic [13:0] count;	 
		always_ff @ (posedge clk_i, negedge reset_n)			
			begin
				count <= count + 1;	 
				if(!reset_n)  
					begin
						clk_o <= 0;
						count <= 0;
					end
				else
					if(count >= 5000)  
						begin		
							clk_o <= ~clk_o;	 
							count <= 0;			 
						end
			end
endmodule
==> run summary <==
flow finished, numbers: main flop type after synthesis dfrtp_1, cell resize tally after clock tree synthesis 0, post-layout worst setup margin 1.04 ns, dominant logic cell type in the layout dfrtp_1, number of sinks on the clock net 15, chip area from the yosys synthesis statistics 741 µm², detail-routed net length per standard cell 7.87 µm, cell chain of the critical path and4bb_1 > nand4_1 > o21ai_2 > xor2_1, type of the worst min-delay path reg -> reg, fraction of power spent switching nets 20.8%, maximum clock rate 601 MHz, DRT Wirelength 1.17 mm, actual slew at the worst max-slew pin 0.696 ns, GRT Resource Usage Total 2.32%, part of the total power dissipated in sequential elements 53.7%, Remaining DRCs 0, vias in the first global route 440, yosys cell count 69, number of synthesized flops with an enable pin 0, clock latency reported for the late side of the worst-skew pair 0.24 ns, type of the worst setup path reg -> reg, kind of capture point of the worst setup path flop, clock buffer count from CTS 3, final estimated routing congestion in global placement 0.807, count of inserted antenna diode cells 0, total power draw 0.460 mW, Crit Path Max Fanout 14, drt initial violations 20, die extent in y 98 µm, Crit path buffers/inverters 0, hpwl dp 831 µm, number of setup violations in the final report 0, reported leakage power 0.363 nW, share of power burned in the clock network 37.5%, worst-case headroom to the max-slew limit 53.6%, outcome complete, no violations, initial antenna violation count 0, peak supply drop 0.000131 V, launching element type of the critical path flop, tally of buffers added on design ports 2, data arrival time at the worst-slack endpoint 1.75 ns, Root Buffer Master clkbuf_8, Clock Skew 0.00235 ns, number of cell rows 28, first-pass GRT wire length 2.01 mm, number of warning messages in the logs 27, Period Utilization, post-route 61.6%, biggest cell delay along the critical path 0.59 ns, portion of total power attributed to combinational logic 8.8%, number of levels the H-tree was split into 1, Hold Violations, Final 0, CP required 2.79 ns, per-instance average area after synthesis 10.7 µm², Mapped Area 741 µm², Setup Buffers After CTS 0, Bufs on Longest Clock Path 2, maximum number of pins on one net before global-route repair 16, number of vias in the routed layout 459, layout cells sized above 1 17.8%, top cell family by delay on the critical path AND-OR/OR-AND gates, hold slack final 0.468 ns, Unique masters post-synth 24, sw power 0.0956 mW, die span in x 98 µm, setup total negative slack 0 ns, Int Pwr 0.364 mW, Area Overhead vs Synth 19.3%, length of the first detailed-routing pass in iterations 3, sequential cell area fraction in the yosys report 50.7%, CTS Hold Bufs 0, Power Density 520 nW/µm², number of pins with negative max-slew slack in the final report 0, most common logic cells in the final layout dfrtp_1, xor2_1, nor2_1, boundary pin count 3, CTS tree yes, MaxCap Viol Count 0, Post-synth regs 15, worst slack at placement 0.980 ns, via density per instance 3.10, overflow left after global routing 0, RSZ-0062 raised after global routing no, clock transition at the registers of the reported paths 0.06 ns, area of the die 9600 µm², Async SR Flop Fraction 100%, post-route ant nets 0, Mapped Cells 69, number of warnings printed during yosys synthesis 1, Core Util at FP 12.5%, cell with the biggest individual delay on the critical path o21ai_2, Core ar. 5920 µm², final critical-path required period 1.66 ns
[final timing paths]
path,from,end,slack [ns],depth (start not counted)
worst max-delay path,count[6],clk_o,1.04,4
worst min-delay path,clk_o,clk_o,0.47,1
worst max register to register,count[6],clk_o,1.04,4
worst min register to register,clk_o,clk_o,0.47,1
max in group asynchronous,reset_n,count[13],1.59,1
min in group asynchronous,reset_n,count[4],0.70,1
[power groups by stage]
| stage | combinational, mW | sequential, mW | clock, mW |
|---|---|---|---|
| global route | 0.0457 | 0.248 | 0.190 |
| finish | 0.0405 | 0.247 | 0.172 |
| CTS | 0.0432 | 0.247 | 0.181 |
[synthesized netlist by cell type (all sizes together), types with 2 or more instances]
master | instances | share of area [%]
and4 | 2 | 2.7
inv | 3 | 1.5
nor2 | 14 | 9.1
buf | 2 | 2.2
and3 | 2 | 1.9
nand2 | 2 | 1.0
ha | 2 | 3.4
nand3 | 4 | 2.7
dfrtp | 15 | 51
nand4 | 4 | 3.4
xor2 | 10 | 12
[cells by family (layout without fill, tap and decap cells)]
family / after synthesis / in the layout / synth area share (%)
other cells: 1 / 1 / 0.506
flops: 15 / 15 / 50.7
compound gates: 4 / 4 / 4.73
simple gates: 31 / 31 / 24.0
fa+ha+maj: 2 / 2 / 3.38
xor+xnor: 11 / 11 / 13.0
buf+inv: 5 / 9 / 3.72
[final cells by class]
cell class | instances | area (µm²)
Clock buffer | 4 | 45.0
Fill cell | 643 | 5040
Inverter | 3 | 11.3
Multi-Input combinational cell | 49 | 338
Sequential cell | 15 | 375
Tap cell | 75 | 93.8
Timing Repair Buffer | 2 | 20.0
[metal layers]
metal	global-route usage, %	wire length (µm)	up-vias
li1	-	-	236
met1	3.33	603	218
met5	0	0	-
met2	3.55	554	3
met3	0.142	5	2
met4	0.895	2	0
[worst reg2reg max path, stage by stage (launching register included)]
cell	delay (ns)
dfrtp_1	0.42
and4bb_1	0.26
nand4_1	0.11
o21ai_2	0.59
xor2_1	0.13
[flip-flops by register name (all words and copies together) (netlist names)]
signal  count
count      14
clk_o       1
[per-stage QoR]
step	instance area [µm²]	util, %	cells
5_1_grt	883	14.9	148
6_report	883	14.9	148
3_5_place_dp	838	14.2	144
2_1_floorplan	741	-	69
4_1_cts	883	14.9	148
3_3_place_gp	838	14.2	144
Power and IR drop assume default switching activity.
