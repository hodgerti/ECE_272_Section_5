### run.sh
#!/bin/bash
# OpenROAD 26Q1-2900-gdf79404cd8, Yosys 0.63+post, stock flow scripts
make -C /OpenROAD-flow-scripts/flow DESIGN_CONFIG=/design/flow/config.mk WORK_HOME=/design/flow/orfs finish
### config.mk
export PLATFORM = sky130hd
export DESIGN_NAME = ADC_normalizer
export DESIGN_NICKNAME = ADC_normalizer
export VERILOG_FILES = /design/flow/design.v
export SDC_FILE = /design/flow/constraint.sdc
export NUM_CORES = 4
export LEC_CHECK = 1
export CORE_UTILIZATION = 30
### constraint.sdc
current_design ADC_normalizer

set clk_period 34.4
set clk_io_pct 0.2

create_clock -name clk0 -period $clk_period

set non_clock_inputs [all_inputs -no_clocks]
set_input_delay [expr $clk_period * $clk_io_pct] -clock clk0 $non_clock_inputs
set_output_delay [expr $clk_period * $clk_io_pct] -clock clk0 [all_outputs]
### design.v
module ADC_normalizer (
	input logic [15:0] raw_input,
	output logic [15:0] raw_output
);
	assign raw_output = (raw_input * 3300)/((2**16)-1);
endmodule
==> results.tsv <==
metric	value	unit
rsz0062_at_grt	false	
report.final.hold_viol_count	0	
ff_count	0	
areaGrowthSynthToFinish	6.69	%
port_buffers	29	
final_util	0.328	
gp_congestion	0.942	
end_kind	output pin	
dieArea	31400	um2
worstSetupStartpoint	raw_input[2]	
drv_slew	0	
cp_slowest_cell	nor4_1	
yosys_area	9200	um2
topCellsByArea	ha_1 13%, fa_1 9.6%, nand2_1 4.7%	
n_antenna_cell	0	
seq_area_frac_synth	0	
setup_viol	0	
ys_types	111	
synth_warnings	0	
fp_util	0.308	
critPathMaxFanout	12	
outcome	complete, no violations	
worstPathArrival	25.20	ns
ys_cells	1301	
postCtsHoldBufs	0	
clkbuf_count	0	
maxCapViolCount	0	
drc	0	
hold_class	input pin to output pin	
cts_resized	0	
grt_pass1_wl	47800	um
regArea	0	um2
final_area	9810	um2
grt.overflow.total	0	
die_height	177	um
drive_gt1_frac	0.0587	
drtIter0Drc	872	
dp_hpwl	24600	um
min_period	32.08	ns
core_area	29900	um2
routed_via_density	5.87	
fmax	0.0312	GHz
firstDrtPassIters	5	
synth.most_common_cell	nand2_1	
fp-row-count	63	
grt_max_degree	16	
synth_area_per_cell	7.07	um2
cts_setup_buffers	0	
grt_pass1_vias	9132	
grt_antenna_before_repair	0	
yosysTopAreaCellShare	0.125	
fin_tns_setup	0	ns
post_dp_cell_area	9810	um2
slew_headroom	0.381	
syn_inst	1301	
finalCritPeriodShare	0.933	
wl_per_cell	17.1	um
wirelength	28700	um
die_w	177	um
tool_warnings	42	
ios	32	
endpoint	raw_output[0]	
vias	9885	
worstPathRequired	27.52	ns
cp_slowest_stage_delay	0.78	ns
tightest_slew	0.922	ns
track_usage	0.188	
yosys-top-cells-count	116 x nand2_1, 110 x inv_1, 107 x nor2_1	
start_kind	input pin	
detail-route-antenna-nets	0	
yosysTopAreaCell	ha_1	
syn-cell-area	9200	um2
crit_type	input pin to output pin	
==> per-layer routing <==
layer,GRT usage,part of all wire
met5,0,0
met4,0.0302,0.017
met3,0.0123,0.053
met2,0.292,0.44
met1,0.291,0.49
==> worst min-delay path by stage <==
stage                 slack (ns)          from            end  cells past startpoint
final                      15.44  raw_input[0]  raw_output[0]                      8
after CTS                  15.43  raw_input[0]  raw_output[0]                      8
after global routing       15.53  raw_input[0]  raw_output[0]                      8
==> worst max-delay path: cells and delay by family <==
family,cells,cell delay [ns]
AND-OR/OR-AND,20,6.34
multiplexers,2,0.41
adder cells (fa/ha/maj),7,2.76
AND/OR/NAND/NOR,20,6.78
XOR/XNOR,1,0.18
buffers and inverters,7,1.80
==> cell families after synthesis <==
kind of cell               after synthesis  share of synthesized area
and+or+nand+nor                        524                      0.308
AOI/OAI and AO/OA                      393                      0.309
buffers and inverters                  155                     0.0691
adders and majority gates              139                      0.224
xor gates and xnor gates                74                     0.0705
muxes                                   15                     0.0190
other                                    1                   0.000408
==> cell usage in the layout, fill, tap and decap left out, types with 8 or more instances in the layout <==
master             n
a21o_1            27
a211o_1            8
o21ai_1           19
nand4_1           23
nand2b_1          18
ha_1              92
a21oi_1           84
inv_1            110
or2_2             12
or3_1             17
o21a_1            13
o31ai_1           16
nor3_1            37
a211oi_1          16
o211a_1            8
and2_1            19
xor2_1            31
o22ai_1            8
nand2_1          116
a41oi_1            8
o211ai_1          14
o21ai_0           47
xnor2_1           43
a31oi_1           22
nor2_1           107
and3_1            28
nand3_1           58
and4_1            14
nor4_1            20
clkdlybuf4s50_1   29
fa_1              44
==> per-stage QoR <==
stage | worst slack (ns) | cells | hold slack (ns)
final | 2.32 | 1685 | 15.44
after global routing | 0.808 | 1685 | 15.53
after CTS | 2.54 | 1685 | 15.43
after detailed placement | 2.62 | 1685 | 15.43
after global placement | 2.47 | 1685 | 15.44
after floorplan | 6.50 | 1303 | 13.99
==> layout make-up <==
type,instances,area (um2)
fillers,3205,20100
inverters,112,420
multi-input cells,1148,8570
well taps,390,488
repair buffers,35,335
